==> flow/design.v <==
`timescale 1ns / 1ps
module add64bit(a,b,result,overflow);
input signed [63:0] a;
input signed [63:0] b;
wire signed [63:0] cout;
output signed [63:0] result;
output overflow;
wire p,p_,q,q_,sum,sum_;
wire p_q_,p_q_sum;
wire pq,pqsum_;
genvar i;
generate 
    for ( i = 0; i < 64; i=i+1) 
        begin
            if (i==0) 
                begin
                    add1bit temp(a[i],b[i],1'b0,result[i],cout[i]);
                end
            else
                begin
                    add1bit temp(a[i],b[i],cout[i-1],result[i],cout[i]);
                end
        end
        assign p=a[63];
        assign q=b[63];
        assign sum=result[63];
        not(q_,q);
        not(p_,p);
        not(sum_,sum);
        and(p_q_,p_,q_);
        and(p_q_sum,p_q_,sum);
        and(pq,p,q);
        and(pqsum_,pq,sum_);
        or(overflow,p_q_sum,pqsum_);
endgenerate
endmodule
`timescale 1ns / 1ps
module add1bit(a,b,cin,sum,cout);
input a,b,cin;
output sum,cout;
wire temp_sum,temp_cout,ab,bc,ac,abc;
xor d1(temp_sum,a,b);
xor d2(sum,temp_sum,cin);
and a1(ab,a,b);
and a2(bc,cin,b);
and a3(ac,a,cin);
or o1(abc,ab,bc);
or o2(cout,abc,ac);
endmodule
`timescale 1ns/1ps 
module and_1test;
reg  a;
reg  b;
reg  cin;
wire  cout;
wire  sum;
add1bit new(a,b,cin,sum,cout);
initial begin
    $dumpfile("test_add1.vcd");
    $dumpvars(0,and_test);
    a=1'b0;
    b=1'b0;
    cin=1'b0;
end
initial begin 
    $monitor("a=",a, " b= ",b," cin= ",cin," sum=",sum," cout =",cout);
    #5 
    a=1'b0;
    b=1'b0;
    cin=1'b1;
    #5 
    a=1'b0;
    b=1'b1;
    cin=1'b0;
    #5 
    a=1'b0;
    b=1'b1;
    cin=1'b1;
    #5 
    a=1'b1;
    b=1'b0;
    cin=1'b0;
    #5 
    a=1'b1;
    b=1'b0;
    cin=1'b0;
    #5 
    a=1'b1;
    b=1'b0;
    cin=1'b1;
    #5 
    a=1'b1;
    b=1'b1;
    cin=1'b0;
    #5 
    a=1'b1;
    b=1'b1;
    cin=1'b1;
end
endmodule
==> flow/run.sh <==
#!/bin/bash
# OpenROAD 26Q1-2900-gdf79404cd8, Yosys 0.63+post, stock flow scripts
make -C /OpenROAD-flow-scripts/flow DESIGN_CONFIG=/design/flow/config.mk WORK_HOME=/design/flow/orfs finish
==> flow/config.mk <==
export PLATFORM = sky130hd
export DESIGN_NAME = add64bit
export DESIGN_NICKNAME = add64bit
export VERILOG_FILES = /design/flow/design.v
export SDC_FILE = /design/flow/constraint.sdc
export NUM_CORES = 4
export LEC_CHECK = 1
export CORE_UTILIZATION = 30
==> flow/constraint.sdc <==
current_design add64bit

set clk_period 18.5
set clk_io_pct 0.2

create_clock -name clk0 -period $clk_period

set non_clock_inputs [all_inputs -no_clocks]
set_input_delay [expr $clk_period * $clk_io_pct] -clock clk0 $non_clock_inputs
set_output_delay [expr $clk_period * $clk_io_pct] -clock clk0 [all_outputs]
==> flow_metrics.tcl <==
# place-and-route summary
set metrics [dict create \
    placement.setup.worst_slack_ns -11.96 \
    mappedNetlistArea_um2 1800 \
    unrepaired_setup_endpoints_after_global_routing "yes" \
    critical_path_class "input pin to primary output" \
    vdd.ir_drop.worst_mv 0.0183 \
    max_clock_freq_ghz 0.0336 \
    synthesis.instances 133 \
    tightest_slew_ns 0.153 \
    dpl.hpwl_um 5000 \
    clock_buffers 0 \
    hold_path_class "input pin to primary output" \
    hold-path-cell-count 3 \
    power.share.clock_pct 0 \
    holdCritStartpoint "b[0]" \
    wire_length_of_the_first_global_routing_pass_um 7800 \
    antenna-diode-count 0 \
    first_global_vias 1585 \
    vias_per_cell 4.16 \
    chipWidth_um 79.4 \
    dpl_cell_area_um2 3510 \
    worst_ep_required_time_ns 14.80 \
    placement_rows 27 \
    max_cap_violations 0 \
    area_growth_syn_to_layout_pct 86.7 \
    placement.io_buffers 193 \
    share_of_post_route_cells_with_drive_strength_above_1_pct 39.8 \
    critPathTopFamily "adder cells" \
    power_per_unit_of_standard_cell_area_nw_per_um2 30.8 \
    path_common_cell "sky130_fd_sc_hd__fa_2" \
    power.leakage_nw 1.23 \
    seqCellArea_um2 0 \
    crit_path_max_fanout 2 \
    most_common_cell "sky130_fd_sc_hd__buf_4" \
    ys_top_cells_by_area "sky130_fd_sc_hd__fa_1 69%, sky130_fd_sc_hd__buf_4 27%, sky130_fd_sc_hd__ha_1 2.1%" \
    min_delay_worst_endpoint "result[0]" \
    routabilityCongestion 0.802 \
    timing.final.crit_share_pct 161 \
    netlist.top_cell.by_area "sky130_fd_sc_hd__fa_1" \
    crit_arrival_ns 26.04 \
    p_seq_share_pct 0 \
    finalHoldViolCount 0 \
    largest_net_degree_at_the_start_of_global_routing 3 \
    final-setup-viol-count 34 \
    ys_cells 133 \
    hold_slack_ns 8.02 \
    cp-start-kind "input pin" \
    drt_wl_total_um 5080 \
    final-max-slew-violation-count 0 \
    floorplan.initialDensity_pct 31.9 \
    power.internal_uw 74.1 \
    grt_use_total_pct 17.6 \
    critical_path.endpoint_type "primary output" \
    grt_antenna_before_repair 0 \
    height_of_the_die_um 79.4 \
    sequential_cell_total 0 \
    antenna_violating_nets_remaining 0 \
    avgSynthCellArea_um2 13.5 \
    ctsHoldBuffers 0 \
    crit_slowest_cell "sky130_fd_sc_hd__fa_2" \
    initialDrtViolationCount 6 \
    crit_buf_inv 2 \
    postLayoutSetupSlackWorst_ns -11.24 \
    power_switching_share_pct 28.4 \
    common_cells "64 x sky130_fd_sc_hd__buf_4, 62 x sky130_fd_sc_hd__fa_1, 3 x sky130_fd_sc_hd__ha_1" \
    yosys_warnings 0 \
    drc 0 \
    run_status "finished, violations left" \
    synth-seq-area-share_pct 0 \
    die_area_um2 6310 \
    globalRoute.totalOverflow 0 \
    wire_per_inst_um 15.1 \
    p_sw_uw 29.4 \
    synth.lib_cells_used.distinct 6 \
    layout_min_cycle_time_ns 29.74 \
    design.core.area_um2 5640 \
    ioPinCount 193 \
    final_core_util_pct 59.5 \
    max_slew_margin_pct 89.8 \
    worst_path_largest_cell_delay_ns 0.37 \
    yosys-stat-area_um2 1800 \
    netlist.area_leader.share_pct 69.0 \
    drtPass1Iterations 2 \
    power.combinational.fraction_pct 100.0 \
    warnings 37 \
    routed-via-count 1399 \
    final_area_um2 3360 \
    failed_checks "setup timing" \
]
placed cells by master (no fill, tap or decap):
| cell | instances |
|---|---|
| sky130_fd_sc_hd__fa_2 | 62 |
| sky130_fd_sc_hd__dlymetal6s2s_1 | 1 |
| sky130_fd_sc_hd__buf_6 | 4 |
| sky130_fd_sc_hd__buf_4 | 1 |
| sky130_fd_sc_hd__xor2_2 | 1 |
| sky130_fd_sc_hd__ha_4 | 1 |
| sky130_fd_sc_hd__ha_1 | 2 |
| sky130_fd_sc_hd__clkdlybuf4s50_1 | 153 |
| sky130_fd_sc_hd__inv_1 | 2 |
| sky130_fd_sc_hd__buf_2 | 34 |
| sky130_fd_sc_hd__clkbuf_2 | 1 |
| sky130_fd_sc_hd__clkdlybuf4s15_1 | 1 |
| sky130_fd_sc_hd__mux2_4 | 1 |
routing by layer:
layer  global-route usage [%]  part of all wire, %  vias up
li1                         -                    -      597
met1                     21.8                   31      680
met2                     29.8                   50      120
met3                     8.58                   18        2
met4                    0.909                 0.67        0
met5                        0                    0        -
cell families after synthesis:
kind of cell	Yosys count	synth area share, %
XOR/XNOR	1	0.905
multiplexers	1	0.835
adder cells (fa/ha/maj)	65	71.1
buffers and inverters	66	27.1
power groups by stage:
stage	clock network [mW]	registers, mW	logic (mW)
4_1_cts	0	0	0.107
5_1_grt	0	0	0.117
6_report	0	0	0.103
per-stage QoR:
stage | setup TNS [ns] | std cells | total power [mW]
after floorplan | -183.54 | 133 | 0.0597
after global placement | -223.63 | 335 | 0.121
after detailed placement | -224.81 | 335 | 0.122
after CTS | -199.19 | 336 | 0.107
after global routing | -210.23 | 336 | 0.117
final | -198.02 | 336 | 0.103
worst max-delay path by stage:
| stage | from | to | slack, ns | depth (start not counted) |
|---|---|---|---|---|
| 4_1_cts | a[0] | overflow | -11.31 | 67 |
| 5_1_grt | a[0] | overflow | -11.72 | 67 |
| 6_report | a[0] | overflow | -11.24 | 67 |
final cells by class:
| cell class | instances | area, um^2 |
|---|---|---|
| fill | 477 | 2280 |
| timing repair buffer | 195 | 1780 |
| inverter | 2 | 7.51 |
| tap | 72 | 90.1 |
| multi-input combinational | 67 | 1480 |
tightest hold or removal path, delay by kind of cell:
kind / cells / cell delay [ns]
adder cells (fa/ha/maj): 1 / 0.11
buffers and inverters: 2 / 0.51
timing repair:
action / CTS / global route
buffers inserted: 1 / 0
endpoints found under the hold margin: 0 / 0
gates cloned: 0 / 0
gates resized: 126 / 3
pin swaps: 2 / 1
setup endpoints to repair: 36 / 36
No activity file was given, so power comes from the tool's default toggle rates.
