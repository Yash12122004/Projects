==> ./design.v <==
`timescale 1ns / 1ps
module and1bit(c,a,b);
    input a,b;
    output c;
    and a1(c,a,b);
endmodule
`timescale 1ns / 1ps
module and64bit(a,b,result);
input signed [63:0] a;
input signed [63:0] b;
output signed [63:0] result;
genvar i;
generate 
    for ( i = 0; i < 64; i=i+1) 
    begin
        and1bit temp(result[i],a[i],b[i]);
    end
endgenerate
endmodule
==> ./run.sh <==
#!/bin/bash
# OpenROAD 26Q1-2900-gdf79404cd8, Yosys 0.63+post, stock flow scripts
make -C /OpenROAD-flow-scripts/flow DESIGN_CONFIG=/design/flow/config.mk WORK_HOME=/design/flow/orfs finish
==> ./config.mk <==
export PLATFORM = sky130hd
export DESIGN_NAME = and64bit
export DESIGN_NICKNAME = and64bit
export VERILOG_FILES = /design/flow/design.v
export SDC_FILE = /design/flow/constraint.sdc
export NUM_CORES = 4
export LEC_CHECK = 1
export CORE_AREA = 10 10 82 82
export DIE_AREA = 0 0 92 92
==> ./constraint.sdc <==
current_design and64bit

set clk_period 1.0
set clk_io_pct 0.2

create_clock -name clk0 -period $clk_period

set non_clock_inputs [all_inputs -no_clocks]
set_input_delay [expr $clk_period * $clk_io_pct] -clock clk0 $non_clock_inputs
set_output_delay [expr $clk_period * $clk_io_pct] -clock clk0 [all_outputs]
==> reports/metrics.cfg <==
[drt]
drt_iter0_markers = 6
wl_per_cell_um = 14.9
dr.pass1.iters = 2
ant_nets = 0
wl_um = 4870
vias = 1113
diodes = 0
via_per_inst = 3.41
remaining_drc_errors = 0

[job]
maxCapViolCount = 0
warnings = 32

[final_layout]
flops = 0
regArea_um2 = 0
area_growth_pct = 121
clkbuf_count = 0
fillerInstances = 635
fin_util_pct = 38.4
mostFrequentLayoutCells = 126 x dlygate4sd2_1, 62 x and2_1, 62 x buf_2, 4 x clkdlybuf4s15_1, 2 x and2_4
stdcell_area_um2 = 1950
drive_gt1_share_pct = 25.0
lay_top_count = dlygate4sd2_1

[yosys]
syn_avg_cell_area_um2 = 6.88
ys_seq_share_pct = 0
compound_area_share_pct = 0
ys_sh_adder_pct = 0
xor_share_pct = 0
yosys.area_share.simple_pct = 45.5
ys.warnings.count = 0
ys_area_um2 = 881
top_area_cell = buf_4
topCombFamilyByArea = buffers and inverters
ys_cells = 128
ys_top_cells_by_area = buf_4 55%, and2_1 45%
synth_cell_type_count = 2
synth_cells = 128
netlist_area_um2 = 881
ys_sh_mux_pct = 0
synth.top_cell.area_share_pct = 54.5

[grt]
antenna_found_initial = 0
grt_overflow = 0
track_usage_pct = 10.6
grt_pass1_vias = 1261
grt_max_degree = 2
grt_pass1_wl_um = 7160

[worst_setup_path]
crit_required_ns = 0.80
path_buffers = 2
cpPeakStageDelay_ns = 0.23
slowest_stage = dlygate4sd2_1
cp.arrival_ns = 0.72
crit_path_cell_trace = dlygate4sd2_1 > and2_1 > clkdlybuf4s15_1
critPathKind = input pin to output pin
start_kind = input pin
critPathTopFamily = buffers and inverters
critical_path.max_fanout = 1
startpoint = a[24]
worst_setup_path_end_kind = output pin

[worst_hold_path]
hold_path.startpoint = a[50]
hold_path.class = input pin to output pin

[die]
rows = 26
die_area_um2 = 8460
die_x_um = 92
fp_util_pct = 17.4
ios = 192
dieHeight_um = 92
core_um2 = 5070

[clock_tree]
post_cts.repair.setup_buffers = 0
holdBufCountCts = 0

[place]
gp_congestion = 0.808
dpl_cell_area_um2 = 2410
port_buffers = 192
dp_hpwl_um = 4770

[final_timing]
final.min_clock_period_ns = 0.919
worst_pin_slew_ns = 0.0599
max-slew-margin-rel_pct = 96.0
tns_ns = 0
rsz0062_at_grt = false
hold_slack_ns = 0.766
setup_viol = 0
fmax_mhz = 1090
hold_viol = 0
min_period_over_period_pct = 91.9
drv_slew = 0

[run_status]
status = complete, no violations

[pwr]
powerDensity_nw_per_um2 = 259
power.leakage_nw = 1.15
power.total_mw = 0.505
ir_worst_vdd_mv = 0.0956

[worst paths after layout]
path / endpoint / slack [ns] / cells after the start
min: result[50] / 0.77 / 3
max: result[24] / 0.08 / 3
[layer usage]
metal  up-vias  global-route usage, %  routed length, um  part of all wire [%]
li1        576                      -                  -                     -
met1       446                   10.8               1700                    35
met2        91                   20.5               2570                    53
met3         0                   4.86                606                    12
met4         0                      0                  0                     0
met5         -                      0                  0                     0
[repair_timing]
item | CTS | global route
resized | 325 | 2
pin swaps | 64 | 0
cloned | 0 | 0
endpoints found under the setup margin | 64 | 2
[metrics by stage]
stage | setup WS, ns | cells
3_3_place_gp | -0.468 | 326
5_1_grt | 0.0477 | 326
3_5_place_dp | -0.461 | 326
2_1_floorplan | 0.360 | 128
6_report | 0.0809 | 326
4_1_cts | 0.0121 | 326
[power by group]
| group | internal (mW) | leakage (nW) | total, mW | switching [mW] |
|---|---|---|---|---|
| clock | 0 | 0 | 0 | 0 |
| combinational | 0.402 | 1.15 | 0.505 | 0.102 |
| sequential | 0 | 0 | 0 | 0 |
| total | 0.402 | 1.15 | 0.505 | 0.102 |
[layout make-up]
| type | count | area [um2] | area share [%] |
|---|---|---|---|
| well taps | 70 | 87.6 | 4.50 |
| multi-input cells | 64 | 405 | 20.8 |
| repair buffers | 192 | 1450 | 74.7 |
[logic make-up (layout without fill, tap and decap cells)]
family / Yosys count / after routing
and+or+nand+nor: 64 / 64
buffers and inverters: 64 / 192
[cell usage after synthesis]
master,n
and2_1,64
buf_4,64
Power is estimated from default activity; no workload was simulated.
