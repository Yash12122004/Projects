==> config.mk <==
export PLATFORM = sky130hd
export DESIGN_NAME = write_back
export DESIGN_NICKNAME = write_back
export VERILOG_FILES = /design/flow/design.v
export SDC_FILE = /design/flow/constraint.sdc
export NUM_CORES = 4
export LEC_CHECK = 1
export CORE_AREA = 10 10 424 424
export DIE_AREA = 0 0 434 434
==> constraint.sdc <==
current_design write_back

set clk_period 8.1
set clk_io_pct 0.2

create_clock -name clk0 -period $clk_period

set non_clock_inputs [all_inputs -no_clocks]
set_input_delay [expr $clk_period * $clk_io_pct] -clock clk0 $non_clock_inputs
set_output_delay [expr $clk_period * $clk_io_pct] -clock clk0 [all_outputs]
==> design.v <==
module write_back (clk,icode,ra,rb,cond,valE,valM,regis0,regis1,regis2,regis3,regis4,regis5,regis6,regis7,regis8,regis9,regis10,regis11,regis12,regis13,regis14);
    input clk,cond;                      
    input [3:0] icode,ra,rb;             
    input [63:0] valE,valM;              
    output reg [63:0] regis0,regis1,regis2,regis3,regis4,regis5,regis6,regis7,regis8,regis9,regis10,regis11,regis12,regis13,regis14;         
    reg [63:0] register[0:14];           
initial 
    begin
        for(integer i=0;i<15;i=i+1) 
        begin
            register[i]=i;           
        end
    end
always @(*) 
    begin
        if(icode==4'h2)          
            begin
                if(cond)
                begin
                    register[rb]=valE; 
                end
            end 
        else if(icode==4'h3)         
            begin
                register[rb]=valE;
            end
        else if(icode==4'h5)         
            begin
                register[ra]=valM;
            end
        else if(icode==4'h6)         
            begin
                register[rb]=valE;
            end
        else if(icode==4'h8 || icode==4'h9 || icode==4'hA)         
            begin
                register[4]=valE;
            end
        else if(icode==4'hB)         
            begin
                register[4]=valE;
                register[ra]=valM;
            end
    regis0<=register[0];              
    regis1<=register[1];
    regis2<=register[2];
    regis3<=register[3];
    regis4<=register[4];
    regis5<=register[5];
    regis6<=register[6];
    regis7<=register[7];
    regis8<=register[8];
    regis9<=register[9];
    regis10<=register[10];
    regis11<=register[11];
    regis12<=register[12];
    regis13<=register[13];
    regis14<=register[14];
    end
endmodule
==> run.sh <==
#!/bin/bash
# OpenROAD 26Q1-2900-gdf79404cd8, Yosys 0.63+post, stock flow scripts
make -C /OpenROAD-flow-scripts/flow DESIGN_CONFIG=/design/flow/config.mk WORK_HOME=/design/flow/orfs finish
==> run summary <==
flow finished, numbers: metal1 wirelength 30000 µm, Post-synth seq share 0, Remaining Overflow, GRT 0, I/O Buffers 1096, Max Slew Vio Count 0, Crit Path Max Fanout 18, max-cap violations 0, arrival time at the worst endpoint 4540 ps, Max VDD drop 0.01992 mV, post_cts resized 0, slew margin rel. 0.4867, Dominant cell area share 0.7734, Internal 0.6938 mW, CP max stage delay 660 ps, Area Growth Syn to Fin 92.97%, final core utilization 0.09176, measured slew at the worst slew-check pin 769.9 ps, Filler cells 19.39k, Req. time, crit path 6480 ps, GPL Wtd Cong 0.7378, top layer in use met5, drt pass-1 iters 4, CP top delay family buffers and inverters, CP Cell Sequence clkdlybuf4s50_1 -> nand2_1 -> nand3b_1 -> buf_4 -> buf_4 -> mux2_2 -> buf_4 -> clkdlybuf4s50_1, flip-flops 0, largest net degree at the start of global routing 34, routed len/inst 22.81 µm, Seq. cell area 0 µm², number of post-CTS setup repair buffers 0, Total GRT Usage 0.07667, Combinational Area 0.001725 mm², largest non-sequential cell family by area buffers and inverters, Final Instance Count excl. Fillers 3466, Syn. warnings 2, post-synthesis cell type count 13, fraction of layout cells with a size suffix above 1 0.1120, Setup TNS 0 ps, yosys stat area 0.008076 mm², critical path class in -> out, post-detailed-route count of antenna-violating nets 0, antenna violations before repair 53, Hold Crit Class in -> out, Post-Syn Instances 981, and+or+nand+nor area frac 0.003718, CP most frequent cell buf_4, Startpoint Class input port, switch share 0.3311, final setup vio count 0, Post-Synth XOR/XNOR Area 0, cell type with the largest total area buf_4, Crit. End Element primary output, Crit-path slowest cell mux2_2, Avg Cell Area, Syn 8.233 µm², adder share 0, clk_buf instances 0, FMAX 0.1623 GHz, Netlist Area Pre-Place 0.008076 mm², DR iter-0 viols 263, Min Clock Period, post-route 6160 ps, OpenROAD warnings 38, number of global-route vias before repair 6752, CP Depth 8, final-report hold violation count 0, Bufs and invs on worst path 5, global-route wire length before repair 91220 µm, vias 6703, overall power 1.037 mW, # DRC 0, Critical Path Sink regis3[23], Static Leakage 5.208 nW, chip area 0.1884 mm², WL met2 39330 µm, core area 0.1698 mm², Switching Power 0.3434 mW, RSZ-0062 raised after global routing no, fp_density 0.04755, ao+oa area frac 0.003563, DIE WIDTH 434 µm, Via density 1.934, status finished clean, met3 routed WL 9064 µm, I/O Pins 1102, dpl cells 3459, detailed-route wire length 79050 µm, Top area cell types buf_4 77%, mux2_4 11%, mux2_2 9.5%, buf_6 0.84%, buf_2 0.37%, Final period util 0.7605, crit path from icode[0], # rows 151, CTS Hold Bufs 0, # Cells Yosys 981, Detail Placement HPWL 71460 µm, area fraction in mux cells 0.2064, die height 434 µm, PD cells 66.56 mW/mm²
-- routing by layer --
layer / vias up / global-route usage
li1: 2765 / -
met1: 3269 / 0.09133
met2: 577 / 0.1335
met3: 90 / 0.03329
met4: 2 / 0.003523
met5: - / 0
-- stage by stage --
step,hold slack (ps),setup slack [ps],area (µm²)
finish,4304,1940,15580
global route,4343,1607,15570
CTS,4311,1676,15570
detailed placement,4307,1681,15570
global placement,4311,1671,15570
floorplan,3338,3527,8077
-- kinds of logic after synthesis --
kind of cell | after synthesis
buffers and inverters | 846
muxes | 128
and+or+nand+nor | 5
AOI/OAI and AO/OA | 2
-- power by group through the flow --
stage	Clock, mW	Combinational (mW)	Sequential [mW]
after global routing	0.0000000175	1.12	0
after CTS	0	1.09	0
-- synthesized netlist by cell type --
master,n
inv_1,1
nor3_1,1
a31oi_2,1
buf_4,832
nand2_1,2
or4b_1,1
mux2_4,60
buf_2,6
mux2_2,68
nand3b_1,1
buf_6,6
clkbuf_1,1
o21ai_4,1
-- layout make-up --
cell class | count | share of cell area
multi-input cells | 135 | 0.1107
diodes | 7 | 0.001124
repair buffers | 1105 | 0.7099
well taps | 2218 | 0.1781
inverters | 1 | 0.0002408
-- worst min path at each step --
stage                     from    endpoint  slack (ps)  depth (start not counted)
final                 valE[12]  regis4[12]        4300                          3
after global routing  valE[11]  regis4[11]        4340                          3
after CTS             valE[11]  regis4[11]        4310                          3
-- cells in the final DEF, fill, tap and decap left out --
master | Yosys | final
nor3_1 | 1 | 1
clkdlybuf4s50_1 | 0 | 1096
or4b_1 | 1 | 1
nand2_1 | 2 | 2
mux2_2 | 68 | 68
mux2_4 | 60 | 60
buf_4 | 832 | 7
o21ai_4 | 1 | 1
buf_12 | 0 | 2
a31oi_2 | 1 | 1
nand3b_1 | 1 | 1
inv_1 | 1 | 1
diode_2 | 0 | 7
Power is estimated from default activity; no workload was simulated.
